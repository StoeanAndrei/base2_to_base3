`design/flow/run.sh`:
```
#!/bin/bash
# OpenROAD 26Q1-2900-gdf79404cd8, Yosys 0.63+post, stock flow scripts
make -C /OpenROAD-flow-scripts/flow DESIGN_CONFIG=/design/flow/config.mk WORK_HOME=/design/flow/orfs finish
```
`design/flow/config.mk`:
```
export PLATFORM = sky130hd
export DESIGN_NAME = base2_to_base3
export DESIGN_NICKNAME = base2_to_base3
export VERILOG_FILES = /design/flow/design.v
export SDC_FILE = /design/flow/constraint.sdc
export NUM_CORES = 4
export LEC_CHECK = 1
export CORE_UTILIZATION = 30
```
`design/flow/constraint.sdc`:
```
current_design base2_to_base3

set clk_period 3.9
set clk_io_pct 0.2

create_clock -name clk0 -period $clk_period [get_ports {clk}]

set non_clock_inputs [all_inputs -no_clocks]
set_input_delay [expr $clk_period * $clk_io_pct] -clock clk0 $non_clock_inputs
set_output_delay [expr $clk_period * $clk_io_pct] -clock clk0 [all_outputs]
```
`design/flow/design.v`:
```
`timescale 1ns / 1ps
module base2_to_base3(
	base3_no,
	done,
	base2_no,
	en,
	clk);
parameter width = 16;
output 	 	[2*width - 1 : 0]  	base3_no; 
output 		     	    			 	done;
input    	[width - 1 : 0]	 	base2_no;
input 					 			 	en;
input	             	 			 	clk;
reg 	[width - 1 : 0] 		state = 'b00;
reg 	[width - 1 : 0]		next_state;
reg 	[2*width - 1 : 0] 		base3_no_reg;
reg 	[width - 1 : 0] 			base2_no_r;
wire 	[width - 1 : 0] 		Q;
wire 	[width - 1 : 0]		R;
reg 	[width - 1 : 0] 		N;
reg 	[width - 1 : 0] 		D;
reg 	[width - 1 : 0]		done_reg;
div_algo DIV(
	.Q(Q),
	.R(R),
	.N(N),
	.D(D));
assign base3_no = base3_no_reg;
assign done = done_reg;
reg 	[width - 1 : 0] 		count;
always @(posedge clk) begin
	state <= next_state;
end
always @(*) begin
	case(state)
		'b00: begin
			count = 0;
			base3_no_reg = 0;
			done_reg = 0;
			if (en == 1) begin
				base2_no_r = base2_no;
				next_state = 'b01;
			end
			if (en == 0) begin 
				next_state = 'b00;
			end
		end
		'b01: begin
			N = base2_no_r;
			D = 3;
			count = count + 1;
			next_state = 'b10;
		end
		'b10: begin
			base3_no_reg = base3_no_reg >> 2;
			base3_no_reg[31 : 30] = R[1 : 0];
			base2_no_r = Q;
			if	(base2_no_r != 0) begin
				next_state = 'b01;
			end
			if	(base2_no_r == 0) begin
				base3_no_reg = base3_no_reg >> 32 - count;
				next_state = 'b11;
			end
		end
		'b11: begin
			done_reg = 1;
			next_state = 'b00;
		end
		default: next_state = 'b00;
	endcase
end
endmodule 
`timescale 1ns / 1ps
module div_algo(
   Q,
   R,
   N,
   D);
parameter 							width = 16;
output   	[width - 1 : 0]   Q;
output  		[width - 1 : 0]   R;
input    	[width - 1 : 0]   N;
input    	[width - 1 : 0]   D;
integer 								i;
reg 			[width - 1 : 0] 	q;
reg 			[width - 1 : 0] 	r;
assign Q = q;
assign R = r;
always @(*) begin
	if (D != 0) begin
		q = 0;
		r = 0;
		for(i = width - 1; i >= 0; i = i-1) begin
			r = r << 1;
			r[0] = N[i];
			if(r >= D) begin
				r = r - D;
				q[i] = 1;
			end
		end
	end
end
endmodule 
```
==> results.txt <==
flow finished, numbers: clock root buffer=clkbuf_16, pin count of the biggest net entering global routing=53, ys async rst share=0, Hold Vio Cnt, Final=0, gr usage total=0.190, Max Clk Rate=489 MHz, Reg power frac=0.110, RSZ-0062 raised after global routing=no, DRT iter0 DRCs=roughly 1,100, routed via count=11,626, Worst VDD drop=0.0963 mV, Post-synth regs=~85, Hold-fix buffers, CTS=0, aoi share=0.317, CTS tree=built, Area Growth Syn to Fin=8.55%, synthesized area=~11,000 um2, Combinational Power Share=0.099, total global routing overflow=0, Num CTS Buffers=3, worst-margin pin slew=0.896 ns, Post-Route Utilization=0.333, port bufs=50, arrival time at the worst endpoint=2.21 ns, Rel. slew slack=0.397, largest non-sequential cell family by area=simple AND/OR/NAND/NOR gates, Distinct lib cells used=121, Largest register FFs=32, Max-area cell share=0.0948, post-route DRC violation count=0, tool warnings=30, vias in the first global route=10,677, layout cells sized above 1=0.0898, WL/cell=17.3 um, gpl congestion=0.991, slowest CP cell=buf_4, Switching Fraction=0.140, Top Layout Cells=nand2_1, nor2_1, a21oi_1, simple share=0.337, CP max FO=34, internal cell power=roughly 0.17 mW, status=complete, no violations, initial antenna violation count=0, leakage power=4.12 nW, Avg Vias per Cell=roughly 6, routed wire length=33,900 um, fp_density=0.307, Multiplexer share=0.0759, Die Span X=190 um, Initial DRT Pass Iterations=6, cell taking the most area after synthesis=dlxtn_1, fa+ha+maj area frac=0.0247, most frequent logic cell in the layout=nand2_1, count of endpoints failing setup in the final report=0, Syn Area/Cell=7.02 um2, cells in synth_stat.txt=1,518, worst reg2reg startpoint=state[0], setup_tns=0 ns, dominant register cell=dlxtn_1, die height=around 190 um, Psw=0.0271 mW, post-synth area from yosys stat=10,600 um2, fin crit period=between 2 and 2.5 ns, Critical Path, Cell by Cell=inv_1 > ha_2 > buf_4 > nand2_1 > mux2i_1 > dlxtn_1, Startpoint Class=flip-flop, clock network fraction of total power=0.791, number of unconstrained endpoints=116, count of unclocked register or latch pins=83, Pins Over Slew Limit=0, Largest cells by area=dlxtn_1, nand2_1, a21oi_1, nor2_1, xnor2_1, Final ANT Viol Nets=0, antenna fix cells=0, data required time at the worst endpoint=4.06 ns, first-pass GRT wire length=56,100 um, XOR Share, Synth=0.0737, num rows=68, Filler cells=between 3,000 and 4,000, YS warnings=64, Crit Path Category=reg2reg, Resize count post-CTS=0, detailed placement HPWL=26,300 um, Setup Buffers After CTS=0, H-tree lvl count=1, Crit path largest cell delay=0.44 ns, core box area=34,700 um2, crit path launch=state[0], chip area=36,300 um2, clk buf depth=2, Clock transition at path regs=0.03 ns, number of enable flip-flop cells=0, part of the cycle the worst path needs=0.524, io pins=around 50, MaxCap Viol Count=0, Setup crit end kind=flip-flop, Mapped Cells=1,518, PD cells=16.8 nW/um2
## critical path: cells and delay by family (launching register included)
family | cells | cell delay, ns
adders and majority gates | 1 | 0.37
buffers and inverters | 2 | 0.56
DFF | 1 | 0.33
latches | 1 | 0.34
muxes | 1 | 0.17
and+or+nand+nor | 1 | 0.21
## layer usage
| metal | up-vias | track usage | part of all wire |
|---|---|---|---|
| met4 | 0 | 0.0265 | 0.013 |
| met2 | 405 | 0.293 | 0.44 |
| met1 | 5448 | 0.292 | 0.49 |
| met5 | - | 0 | 0 |
| li1 | 5736 | - | - |
| met3 | 37 | 0.0207 | 0.059 |
## cell type report
type                    instances  area [um2]  area share
clock buffers                   3        75.1     0.00649
inverters                      40         150      0.0130
multi-input cells            1309        8850       0.766
flip-flops and latches         85        1290       0.111
well taps                     455         569      0.0492
repair buffers                 67         628      0.0543
## Yosys cell counts, drive strengths merged, types with 11 or more instances
| master | n |
|---|---|
| mux2i | 32 |
| nand2b | 17 |
| and2 | 39 |
| nor2 | 137 |
| nand2 | 161 |
| nand4 | 38 |
| a31oi | 39 |
| nor3 | 62 |
| and3 | 27 |
| a21boi | 14 |
| o31ai | 11 |
| o21ai | 75 |
| inv | 40 |
| dlxtp | 16 |
| nor4 | 23 |
| ha | 21 |
| a22o | 11 |
| mux2 | 13 |
| buf | 36 |
| xor2 | 24 |
| nand3 | 64 |
| or3 | 16 |
| nor2b | 20 |
| mux4 | 15 |
| o211ai | 20 |
| xnor2 | 56 |
| a21oi | 118 |
| dlxtn | 67 |
| or2 | 11 |
| clkbuf | 49 |
| or4 | 21 |
| a21o | 15 |
| o21a | 13 |
| a211oi | 27 |
## worst paths after layout
| path | endpoint | slack, ns | cells past startpoint |
|---|---|---|---|
| worst max-delay path | state[1] | 1.86 | 6 |
| worst max register to register | state[1] | 1.86 | 6 |
## through the flow
stage | total power [mW] | setup slack (ns) | instance area [um2] | instances
floorplan | 0.0222 | 2.42 | 10700 | 1519
global placement | 0.0408 | 1.82 | 11500 | 1956
detailed placement | 0.0408 | 1.83 | 11500 | 1956
CTS | 0.196 | 1.82 | 11600 | 1959
global route | 0.200 | 1.71 | 11600 | 1959
finish | 0.194 | 1.86 | 11600 | 1959
## logic make-up after synthesis
family	Yosys count
fa+ha+maj	21
compound gates	475
other cells	1
buf+inv	125
simple gates	668
mux	60
xor+xnor	83
flops	2
latches	83
## power by group through the flow
| stage | Sequential [mW] | Combinational [mW] | Clock [mW] |
|---|---|---|---|
| 4_1_cts | 0.0214 | 0.0195 | 0.156 |
| 5_1_grt | 0.0213 | 0.0202 | 0.159 |
| 6_report | 0.0214 | 0.0191 | 0.154 |
Power figures rest on the tool's default switching activity, not on a simulated workload.
